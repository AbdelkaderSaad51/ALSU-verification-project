==> /design/flow/design.v <==
module ALSU_Golden(A, B, cin, serial_in, red_op_A, red_op_B, opcode, bypass_A, bypass_B, clk, rst, direction, leds, out);
parameter INPUT_PRIORITY = "A";
parameter FULL_ADDER = "ON";
input clk, rst, cin, red_op_A, red_op_B, bypass_A, bypass_B, direction, serial_in;
input [2:0] opcode;
input signed [5:0] A, B;
output reg [15:0] leds;
output reg signed[5:0] out;
reg cin_reg, red_op_A_reg, red_op_B_reg, bypass_A_reg, bypass_B_reg, direction_reg, serial_in_reg;
reg [2:0] opcode_reg;
reg signed[5:0] A_reg , B_reg;
wire invalid_red_op, invalid_opcode, invalid;
assign invalid_red_op = (red_op_A_reg | red_op_B_reg) & (opcode_reg[1] | opcode_reg[2]);
assign invalid_opcode = opcode_reg[1] & opcode_reg[2];
assign invalid = invalid_red_op | invalid_opcode;
always @(posedge clk or posedge rst) begin
  if(rst) begin
     cin_reg <= 0;
     red_op_B_reg <= 0;
     red_op_A_reg <= 0;
     bypass_B_reg <= 0;
     bypass_A_reg <= 0;
     direction_reg <= 0;
     serial_in_reg <= 0;
     opcode_reg <= 0;
     A_reg <= 0;
     B_reg <= 0;
  end else begin
     cin_reg <= cin;
     red_op_B_reg <= red_op_B;
     red_op_A_reg <= red_op_A;
     bypass_B_reg <= bypass_B;
     bypass_A_reg <= bypass_A;
     direction_reg <= direction;
     serial_in_reg <= serial_in;
     opcode_reg <= opcode;
     A_reg <= A;
     B_reg <= B;
  end
end
always @(posedge clk or posedge rst) begin
  if(rst) begin
     leds <= 0;
  end else begin
      if (invalid)
        leds <= ~leds;
      else
        leds <= 0;
  end
end
always @(posedge clk or posedge rst) begin
  if(rst) begin
    out <= 0;
  end
  else begin
    if (invalid) 
        out <= 0;
    else if (bypass_A_reg && bypass_B_reg)
      out <= (INPUT_PRIORITY == "A")? A_reg: B_reg;
    else if (bypass_A_reg)
      out <= A_reg;
    else if (bypass_B_reg)
      out <= B_reg;
    else begin
        case (opcode_reg)
          3'h0: begin 
            if (red_op_A_reg && red_op_B_reg)
              out = (INPUT_PRIORITY == "A")? |A_reg: |B_reg;
            else if (red_op_A_reg) 
              out <= |A_reg;
            else if (red_op_B_reg)
              out <= |B_reg;
            else 
              out <= A_reg | B_reg;
          end
          3'h1: begin
            if (red_op_A_reg && red_op_B_reg)
              out <= (INPUT_PRIORITY == "A")? ^A_reg: ^B_reg;
            else if (red_op_A_reg) 
              out <= ^A_reg;
            else if (red_op_B_reg)
              out <= ^B_reg;
            else 
              out <= A_reg ^ B_reg;
          end
          3'h2: out <= A_reg + B_reg + cin_reg;
          3'h3: out <= A_reg * B_reg;
          3'h4: begin
            if (direction_reg)
              out <= {out[4:0], serial_in_reg};
            else
              out <= {serial_in_reg, out[5:1]};
          end
          3'h5: begin
            if (direction_reg)
              out <= {out[4:0], out[5]};
            else
              out <= {out[0], out[5:1]};
          end
        endcase
    end 
  end
end
endmodule
==> /design/flow/run.sh <==
#!/bin/bash
# OpenROAD 26Q1-2900-gdf79404cd8, Yosys 0.63+post, stock flow scripts
make -C /OpenROAD-flow-scripts/flow DESIGN_CONFIG=/design/flow/config.mk WORK_HOME=/design/flow/orfs finish
==> /design/flow/config.mk <==
export PLATFORM = sky130hd
export DESIGN_NAME = ALSU_Golden
export DESIGN_NICKNAME = ALSU_Golden
export VERILOG_FILES = /design/flow/design.v
export SDC_FILE = /design/flow/constraint.sdc
export NUM_CORES = 4
export LEC_CHECK = 1
export CORE_UTILIZATION = 30
==> /design/flow/constraint.sdc <==
current_design ALSU_Golden

set clk_period 4.8
set clk_io_pct 0.2

create_clock -name clk0 -period $clk_period [get_ports {clk}]

set non_clock_inputs [all_inputs -no_clocks]
set_input_delay [expr $clk_period * $clk_io_pct] -clock clk0 $non_clock_inputs
set_output_delay [expr $clk_period * $clk_io_pct] -clock clk0 [all_outputs]
==> results.tsv <==
stage	metric	value	unit
floorplanning	chip width	94.1	um
global_routing	total global-route track usage	15.6	%
synth	Seq share, synth	43.2	%
timing	Fin Setup TNS	0	ns
floorplanning	I/O pin count	46	
timing	final hold vios	0	
detailed_routing	drt wl/cell	15.2	um
timing	fmax	293	MHz
detailed_routing	DRC	0	
setup_path	endpoint of the worst register-to-register path	out[4]$_DFFE_PP0P_	
cells_and_area	Reg with most FFs	leds	
flow_run	Max-Cap Viols	0	
synth	Compound Share, Synth	13.2	%
detailed_routing	final WL	6110	um
floorplanning	Rows	33	
synth	area fraction in mux cells	2.16	%
synth	cell count in the Yosys report	247	
clocking	root buf cell	clkbuf_8	
setup_path	R2R Path Start	B_reg[2]$_DFF_PP0_	
timing	RSZ-0062 raised after global routing	no	
pwr	Max VDD drop	0.000159	V
setup_path	Worst path max stage delay	0.53	ns
timing	Fin Clk Skew	0.0153	ns
floorplanning	Core Area	8220	um^2
setup_path	CP Capture Point	out[4]$_DFFE_PP0P_	
synth	asr flop ratio synth	100	%
clocking	TritonCTS clock tree	built	
global_routing	pin count of the biggest net entering global routing	45	
synth	simple share	13.0	%
floorplanning	die height	94.1	um
synth	fa+ha+maj area frac	17.5	%
global_routing	met3 GRT Util	3.87	%
global_routing	antenna violations before repair	0	
clocking	clk sinks	44	
setup_path	Critical Path AT	3.60	ns
floorplanning	die area	8860	um^2
synth	Cells after Synth	247	
synth	Unique masters post-synth	50	
detailed_routing	DRT iter0 DRCs	112	
setup_path	crit path DRT	4.99	ns
cells_and_area	Area growth syn-to-layout	26.6	%
timing	final setup violation count	0	
clocking	post-CTS setup buffers	0	
timing	Worst Hold Margin	0.427	ns
setup_path	R2R Setup Slk	1.39	ns
synth	ys flops	44	
place	IO buf count	45	
floorplanning	floorplan core density	31.0	%
setup_path	R2R cell count	13	
synth	xor-xnor portion of the synthesized cell area	6.34	%
setup_path	most used cell, CP	ha_1	
pwr	PwrDens	295	nW/um^2
timing	final worst-path cycle share	71.0	%
timing	worst slew pin tran	0.668	ns
clocking	hold_buf cts	0	
clocking	Longest Clk Path Bufs	2	
run_status	status	complete, no violations	
setup_path	cells along the critical path	ha_1 -> inv_1 -> fa_1 -> inv_1 -> ha_1 -> fa_1 -> ha_1 -> ha_1 -> a221o_1 -> a21oi_2 -> o21ai_1 -> a21oi_1 -> o31ai_1	
synth	ys flop type	dfrtp_1	
place	pre-CTS WS	1.40	ns
clocking	CTS Buf Count	5	
detailed_routing	vias per cell	4.77	
synth	Post-Syn Area	2550	um^2
min_path	Hold Path Class	reg2reg	
detailed_routing	DRT antenna net count	0	
setup_path	CP endpoint kind	flip-flop	
pwr	Leak	1.48	nW
global_routing	global-route wire length before repair	10100	um
synth	yosys warning tally	1	
pwr	Design Power	0.951	mW
cells_and_area	flip-flop count of the largest register after layout	16	
setup_path	Max FO, Critical Path	5	
place	hpwl dp	4750	um
global_routing	met1 usage	23.1	%
global_routing	met2 Track Usage GR	23.9	%
setup_path	Setup crit start kind	flip-flop	
detailed_routing	First-pass DRT Iterations	4	
setup_path	Critical Path Start	B_reg[2]$_DFF_PP0_	
synth	Syn Area/Cell	10.3	um^2
setup_path	WS Path Type	reg2reg	
clocking	CTS resizes	0	
timing	Final Worst Setup Slack	1.39	ns
timing	minimum clock period	3.41	ns
clocking	CTS HTree Levels	2	
timing	Slew Limit Fails	0	
global_routing	total grt overflow	0	
synth	YS chip area	2550	um^2
global_routing	vias in the first global route	1981	
detailed_routing	n_diodes	0	
cells_and_area	fraction of layout cells with a size suffix above 1	5.41	%
synth	number of enable flip-flop cells	0	
clocking	clk latency of the worst-skew pair	0.30	ns
clocking	CTS clk-pin slew, worst paths	0.09	ns
flow_run	Log Warnings	30	
global_routing	Most Used Layer, Global Route	met2	
setup_path	Slowest-stage cell, CP	fa_1	
detailed_routing	Via Count	1911	
synth	Synth logic family	adder cells	
place	GPL Wtd Cong	0.961	
timing	relative slew slack	55.5	%
[worst min path at each step]
stage / start / endpoint / slack [ns] / cells after the start
global route: leds[10]$_DFF_PP0_ / leds[10]$_DFF_PP0_ / 0.44 / 1
finish: leds[4]$_DFF_PP0_ / leds[4]$_DFF_PP0_ / 0.43 / 1
CTS: leds[11]$_DFF_PP0_ / leds[11]$_DFF_PP0_ / 0.43 / 1
[layout make-up]
cell class / count / area [um^2]
clock buffer: 6 / 82.6
clock inverter: 2 / 38.8
fill: 783 / 4990
inverter: 22 / 82.6
multi-input combinational: 176 / 1330
sequential: 44 / 1100
tap: 105 / 131
timing repair buffer: 46 / 458
[kinds of logic after synthesis]
kind of cell	after synthesis
adder cells (fa/ha/maj)	32
AND-OR/OR-AND	49
AND/OR/NAND/NOR	74
XOR/XNOR	16
multiplexers	5
flip-flops	44
buffers and inverters	27
[cell usage in the layout (no fill, tap or decap), types with 2 or more instances in the layout]
master / instances
nor3_1: 3
nand3_1: 2
xnor2_1: 10
nand2_2: 2
fa_1: 6
xor2_1: 4
o22ai_1: 4
inv_1: 21
a31oi_1: 3
and3_1: 2
ha_1: 26
clkdlybuf4s50_1: 45
a21oi_1: 13
mux2i_1: 4
o21ai_0: 6
or3_1: 2
o31ai_1: 2
o2111ai_1: 2
nand2_1: 18
a211oi_1: 2
nand2b_1: 4
a21o_1: 2
nor2b_1: 2
nor2_1: 34
clkbuf_8: 6
dfrtp_1: 44
o21ai_1: 2
[metrics by stage]
step           cells  utilization, %  cell area [um^2]
2_1_floorplan    247               -              2550
3_3_place_gp     393            37.8              3100
3_5_place_dp     393            37.8              3100
4_1_cts          401            39.2              3220
5_1_grt          401            39.2              3220
6_report         401            39.2              3220
[worst max-delay path: cells and delay by family, from the launching register on]
family                     cells  cell delay, ns
buffers and inverters          2            0.11
AOI/OAI and AO/OA              5            0.69
DFF                            1            0.42
adders and majority gates      6            2.09
[metal layers]
layer / routed length, um / part of all wire, % / vias to the layer above
met1: 2630 / 43 / 877
met4: 156 / 2.6 / 0
met2: 2800 / 46 / 82
met5: 0 / 0 / -
met3: 529 / 8.7 / 13
li1: - / - / 939
[synth_stat cells, drive strengths merged (2+ instances only)]
library cell  instances  share of area, %
dfrtp                44                43
nor2                 35               5.3
ha                   26                13
inv                  22               3.2
nand2                20               3.1
a21oi                14               2.9
xnor2                11               4.1
o21ai                 8               1.6
fa                    6               4.7
buf                   4               1.1
mux2i                 4               1.6
nand2b                4              0.98
o22ai                 4              0.98
xor2                  4               1.4
a31oi                 3              0.74
nor3                  3              0.59
a211oi                2              0.59
a21o                  2              0.59
and3                  2              0.49
nand3                 2              0.39
nor2b                 2              0.49
o2111ai               2              0.69
o31ai                 2              0.59
or3                   2              0.49
[report_power, final]
| group | switching [mW] | internal, mW | total [mW] |
|---|---|---|---|
| sequential | 0.0298 | 0.401 | 0.431 |
| combinational | 0.0974 | 0.123 | 0.221 |
| clock | 0.129 | 0.170 | 0.300 |
Power figures rest on the tool's default switching activity, not on a simulated workload.
